`flow/design.v`:
```
module dFlipFlop(input d,  
	input rstn,  
		input clk,  
		output reg q,
	output q_);
	assign q_ = !q;
		always @ (posedge clk or posedge rstn)  begin
	if (rstn)  
	q <= 0;  
			else  
				q <= d;  
	end
endmodule
module LedMatrizN(delay, Alarm, H, M, L, col_1, col_2, col_3, col_4, col_5, lin_1, lin_2, lin_3, lin_4, lin_5, lin_6, lin_7);
input delay, Alarm, H, M, L;
output col_1, col_2, col_3, col_4, col_5, lin_1, lin_2, lin_3, lin_4, lin_5, lin_6, lin_7;
not(nH, H);
not(nL, L);
not(nM, M);
not(nAl, Alarm);
wire Q1, Q2, Q3, Q1_, Q2_, Q3_;
dFlipFlop dff0(Q1_, 0, delay, Q1, Q1_);
dFlipFlop dff1(Q2_, 0, Q1_, Q2, Q2_);
dFlipFlop dff2(Q3_, 0, Q2_, Q3, Q3_);
and(col_1, Q1_, Q2_, Q3_);
and(col_2, Q1, Q2_, Q3_);
and(col_3, Q1_, Q2, Q3_);
and(col_4, Q1, Q2, Q3_);
and(col_5, Q1_, Q2_, Q3);
or(L1, col_1, col_2, col_3, col_4, col_5);
or(L2, col_1, col_2, col_3, col_4, col_5);
or(L3, col_1, col_2, col_3, col_4, col_5);
or(L4, col_1, col_2, col_3, col_4, col_5);
or(L5, col_1, col_2, col_3, col_4, col_5);
or(L6, col_1, col_2, col_3, col_4, col_5);
and(L_S1, L1, L, nH, nM, nAl);
and(L_S2, L2, L, nH, nM, nAl);
and(L_S3, L3, L, nH, nM, nAl);
and(L_S4, L4, L, nH, nM, nAl);
and(L_S5, L5, L, nH, nM, nAl);
and(L_S6, L6, L, nH, nM, nAl);
or(M1, col_1, col_2, col_3, col_4, col_5);
or(M2, col_1, col_2, col_3, col_4, col_5);
or(M3, col_1, col_2, col_3, col_4, col_5);
or(M5, col_1, col_2, col_3, col_4, col_5);
or(M6, col_1, col_2, col_3, col_4, col_5);
and(M_S1, M1, L, nH, M, nAl);
and(M_S2, M2, L, nH, M, nAl);
and(M_S3, M3, L, nH, M, nAl);
and(M_S5, M5, L, nH, M, nAl);
and(M_S6, M6, L, nH, M, nAl);
or(H2, col_1, col_2, col_3, col_4, col_5);
or(H3, col_1, col_2, col_3, col_4, col_5);
or(H5, col_1, col_2, col_3, col_4, col_5);
or(H6, col_1, col_2, col_3, col_4, col_5);
and(H_S2, H2, L, H, M, nAl);
and(H_S3, H3, L, H, M, nAl);
and(H_S5, H5, L, H, M, nAl);
and(H_S6, H6, L, H, M, nAl);
or(E2, col_2, col_3, col_4, col_5);
or(E3, col_2, col_3, col_4, col_5);
or(E4, col_5);
or(E5, col_2, col_3, col_4, col_5);
or(E6, col_2, col_3, col_4, col_5);
or(lin_1, L_S1, M_S1);
or(lin_2, L_S2, M_S2, H_S2, E2);
or(lin_3, L_S3, M_S3, H_S3, E3);
or(lin_4, L_S4, E4);
or(lin_5, L_S5, M_S5, H_S5, E5);
or(lin_6, L_S6, M_S6, H_S6, E6);
endmodule
module LedMatrizR(delay, sinal_A, sinal_G, col_1, col_2, col_3, col_4, col_5, lin_1, lin_2, lin_3, lin_4, lin_5, lin_6, lin_7);
input delay, sinal_A, sinal_G;
output col_1, col_2, col_3, col_4, col_5, lin_1, lin_2, lin_3, lin_4, lin_5, lin_6, lin_7;
wire w1, w2, w3, W1_, W2_, W3_;
dFlipFlop dff0(W1_, 0, delay, w1, W1_);
dFlipFlop dff1(W2_, 0, W1_, w2, W2_);
dFlipFlop dff2(W3_, 0, W2_, w3, W3_);
and(col_1, W1_, W2_, W3_);
and(col_2, w1, W2_, W3_);
and(col_3, W1_, w2, W3_);
and(col_4, w1, w2, W3_);
and(col_5, W1_, W2_, w3);
or(A2, col_2, col_3, col_4);
or(A3, col_2, col_3, col_4);
or(A4, col_2, col_3, col_4);
or(A6, col_2, col_3, col_4);
or(A7, col_2, col_3, col_4);
and(A_S2, A2, sinal_A);
and(A_S3, A3, sinal_A);
and(A_S4, A4, sinal_A);
and(A_S6, A6, sinal_A);
and(A_S7, A7, sinal_A);
or(G2, col_2, col_3, col_4, col_5);
or(G3, col_2, col_3, col_4, col_5);
or(G4, col_2, col_3);
or(G5, col_2, col_3, col_4);
or(G6, col_2, col_3, col_4);
and(G_S2, G2, sinal_G);
and(G_S3, G3, sinal_G);
and(G_S4, G4, sinal_G);
and(G_S5, G5, sinal_G);
and(G_S6, G6, sinal_G);
or(O2, col_2, col_3, col_4);
or(O3, col_2, col_3, col_4);
or(O4, col_2, col_3, col_4);
or(O5, col_2, col_3, col_4);
or(O6, col_2, col_3, col_4);
not(nSinalA, sinal_A);
not(nSinalG, sinal_G);
and(O_S2, O2, nSinalA, nSinalG);
and(O_S3, O3, nSinalA, nSinalG);
and(O_S4, O4, nSinalA, nSinalG);
and(O_S5, O5, nSinalA, nSinalG);
and(O_S6, O6, nSinalA, nSinalG);
or(lin_2, A_S2, G_S2, O_S2);
or(lin_3, A_S3, G_S3, O_S3);
or(lin_4, A_S4, G_S4, O_S4);
or(lin_5, A_S5, G_S5, O_S5);
or(lin_6, A_S6, G_S6, O_S6);
or(lin_7, A_S7, G_S7, O_S7);
endmodule
```
`flow/run.sh`:
```
#!/bin/bash
# OpenROAD 26Q1-2900-gdf79404cd8, Yosys 0.63+post, stock flow scripts
make -C /OpenROAD-flow-scripts/flow DESIGN_CONFIG=/design/flow/config.mk WORK_HOME=/design/flow/orfs finish
```
`flow/config.mk`:
```
export PLATFORM = sky130hd
export DESIGN_NAME = LedMatrizN
export DESIGN_NICKNAME = LedMatrizN
export VERILOG_FILES = /design/flow/design.v
export SDC_FILE = /design/flow/constraint.sdc
export NUM_CORES = 4
export LEC_CHECK = 1
export CORE_AREA = 10 10 70 70
export DIE_AREA = 0 0 80 80
```
`flow/constraint.sdc`:
```
current_design LedMatrizN

set clk_period 1.2
set clk_io_pct 0.2

create_clock -name clk0 -period $clk_period [get_ports {delay}]

set non_clock_inputs [all_inputs -no_clocks]
set_input_delay [expr $clk_period * $clk_io_pct] -clock clk0 $non_clock_inputs
set_output_delay [expr $clk_period * $clk_io_pct] -clock clk0 [all_outputs]
```
==> flow_metrics.py <==
# Generated from Yosys and OpenROAD reports
metrics = {
    "synth": {
        "ys_sh_xor_pct": 0,
        "yosysCellCount": 27,
        "yosysWarnings": 44,
        "ff_type": "dfxtp_1",
        "yosys-top-cells-count": "5 x buf_4, 5 x inv_1, 3 x dfxtp_1, 3 x nor3_1",
        "topCellsByArea": "dfxtp_1 28%, buf_4 17%, inv_1 8.7%, nor3_4 7.6%, nor3_1 7.0%",
        "synth-compound-area-share_pct": 13.95,
        "yosysTopAreaCellShare_pct": 27.91,
        "synth_async_sr_flop_share_pct": 0,
        "ys.flops": 3,
        "simple_gate_area_share_pct": 30.23,
        "synth_top_cell_by_area": "dfxtp_1",
        "ys_chip_area_sq_um": 215.2,
        "synth-edff-count": 0,
        "fa_ha_area_share_pct": 0,
        "ys_seq_share_pct": 27.91,
        "synthCells": 27,
        "syn_area_per_cell_sq_um": 7.971,
        "synth_area_sq_um": 215.2,
        "synth.distinct_cells": 15,
        "top_logic_kind": "simple AND/OR/NAND/NOR gates",
        "mux_share_pct": 0,
    },
    "final_timing": {
        "slew_violations": 0,
        "hold_viol": 0,
        "setup_viol": 1,
        "fin_skew_ns": 0,
        "unconstrained_endpoints": 2,
        "max_freq_mhz": 819.3,
        "holdWs_ns": 0.6008,
        "unclocked_regs": 2,
        "min_period_ns": 1.221,
        "worst_slack_ns": -0.02056,
        "rsz0062_at_grt": "true",
        "post-route-period-util_pct": 101.7,
    },
    "critical_path": {
        "reg2reg_slack_ns": 0.51,
        "crit_path_end_kind": "primary output",
        "arrival_ns": 0.98,
        "crit_type": "primary input to primary output",
        "rr_worst_depth": 2,
        "r2r_end": "dff0.q",
        "cp_max_fo": 2,
        "cp.required_ns": 0.96,
        "crit_path_start_kind": "primary input",
        "r2r-start": "dff0.q",
    },
    "route": {
        "vias_per_cell": 2.349,
        "first_pass_iters": 1,
        "n_antenna_cell": 0,
        "first_iter_violations": 0,
        "drt-wirelength-per-cell_um": 8.012,
        "drcViolationCount": 0,
        "vias": 202,
        "ant_nets": 0,
        "drt_wl_total_um": 689,
    },
    "global_route": {
        "grt_first_pass_wirelength_um": 986,
        "grt.overflow.total": 0,
        "grt_pass1_vias": 198,
        "antenna_found_initial": 0,
        "globalRouteTotalUtil_pct": 1.830,
        "grt_max_degree": 10,
    },
    "worst_hold_path": {
        "hold_path_end": "dff0.q",
        "hold_depth": 2,
        "hp-class": "register to register",
        "min_from": "dff0.q",
    },
    "status": {
        "status": "finished, violations left",
        "violations": "setup timing",
    },
    "placed_design": {
        "io_buffers": 15,
        "routabilityCongestion": 0.7351,
        "placedCellCount": 86,
        "dp_hpwl_um": 620.4,
        "dpl-instance-area_sq_um": 407.9,
    },
    "floorplan": {
        "pin_count": 17,
        "die_h_um": 80,
        "rows": 21,
        "die-area_sq_um": 6400,
        "die_w_um": 80,
        "core-area_sq_um": 3416,
        "fp_util_pct": 6.300,
    },
    "final_layout": {
        "comb_area_sq_um": 117.6,
        "drive_gt1_share_pct": 50.00,
        "final_cell_area_sq_um": 385.4,
        "seq_area_sq_um": 63.81,
        "nFillCells": 415,
        "area_growth_pct": 79.07,
        "fin_cells": 86,
    },
    "job": {
        "warnings": 30,
        "max_cap_violations": 0,
    },
    "clock_network": {
        "clk_latency_ns": 0,
        "cts_hold_buf": 0,
        "clk_pin_slew_ns": 0,
    },
    "pwr": {
        "p_per_area_nw_per_um2": 141.0,
        "power_w": 0.00005435,
        "peakVddDrop_mv": 0.06379,
        "cellLeakagePower_nw": 0.1559,
    },
}
cells by family after synthesis:
logic type	after synthesis
AND-OR/OR-AND	4
flip-flops	3
AND/OR/NAND/NOR	9
buffers and inverters	10
other	1
metrics by stage:
step	setup TNS (ns)	setup WS, ns	util [%]
6_report	-0.02056	-0.02056	11.28
5_1_grt	-0.04273	-0.03749	11.28
4_1_cts	-0.07961	-0.07961	11.43
3_5_place_dp	-5.393	-0.7800	11.94
3_3_place_gp	-5.296	-0.7825	11.94
2_1_floorplan	0	0.04110	-
final cells by class:
cell class / instances / share of cell area (%)
inverters: 5 / 4.870
flip-flops and latches: 3 / 16.56
repair buffers: 18 / 33.12
multi-input cells: 14 / 30.52
well taps: 46 / 14.94
timing repair:
item,CTS,global route
buffers inserted,2,0
setup endpoints to repair,11,3
resized,44,1
pin swaps,4,4
sequential cells by signal (all words and copies together) (netlist names):
name and count:
dff0.q 1, dff1.q 1, dff2.q 1
power by group:
part	switching, W	leakage [nW]	internal (W)
logic	0.00000697	0.131	0.0000157
registers	0	0.0250	0.0000317
clock network	0	0	0
cells in the final DEF (no fill, tap or decap), types with 2 or more instances in the layout:
master         synthesis  layout
buf_2                  0       8
inv_1                  5       5
dlygate4sd2_1          0       5
buf_4                  5       3
nor3_1                 3       2
dfxtp_1                3       2
routing by layer:
metal	global-route usage, %	vias up	routed length (um)
met5	0	-	0
met4	0	0	0
met3	0.2273	0	13
met2	4.575	1	485
met1	1.331	97	189
li1	-	104	-
worst max-delay path: stages:
cell	delay (ns)
buf_6	0.09
nand2b_4	0.13
or2_4	0.23
o31ai_2	0.17
buf_2	0.13
worst max path at each step:
| stage | start | to | cells after the start |
|---|---|---|---|
| global route | Alarm | lin_4 | 5 |
| finish | Alarm | lin_4 | 5 |
| CTS | Alarm | lin_4 | 5 |
Power figures rest on the tool's default switching activity, not on a simulated workload.
